--- flow/constraint.sdc ---
current_design writeback

set clk_period 8.4
set clk_io_pct 0.2

create_clock -name clk0 -period $clk_period

set non_clock_inputs [all_inputs -no_clocks]
set_input_delay [expr $clk_period * $clk_io_pct] -clock clk0 $non_clock_inputs
set_output_delay [expr $clk_period * $clk_io_pct] -clock clk0 [all_outputs]
--- flow/design.v ---
package constants_pkg;
typedef enum logic [1:0] {
    ADD = 2'b00,
    SUB = 2'b01,
    AND = 2'b10,
    OR =  2'b11
} aluSel_e  ;
endpackage
parameter logic [31:0] ZERO = 32'd0;
module writeback #(
    parameter int DWIDTH=32,
    parameter int AWIDTH=32
)(
    input logic [AWIDTH-1:0] pc_i,
    input logic [DWIDTH-1:0] alu_res_i,
    input logic [DWIDTH-1:0] memory_data_i,
    input logic [1:0] wbsel_i,
    output logic [DWIDTH-1:0] writeback_data_o
);
    always_comb begin
        unique case (wbsel_i)
            2'b01: writeback_data_o = alu_res_i;
            2'b10: writeback_data_o = memory_data_i;
            2'b11: writeback_data_o = pc_i + 32'd4;
            default: writeback_data_o = alu_res_i;
        endcase
    end
endmodule : writeback
--- flow/run.sh ---
#!/bin/bash
# OpenROAD 26Q1-2900-gdf79404cd8, Yosys 0.63+post, stock flow scripts
make -C /OpenROAD-flow-scripts/flow DESIGN_CONFIG=/design/flow/config.mk WORK_HOME=/design/flow/orfs finish
--- flow/config.mk ---
export PLATFORM = sky130hd
export DESIGN_NAME = writeback
export DESIGN_NICKNAME = writeback
export VERILOG_FILES = /design/flow/design.v
export SDC_FILE = /design/flow/constraint.sdc
export NUM_CORES = 4
export LEC_CHECK = 1
export CORE_AREA = 10 10 79 79
export DIE_AREA = 0 0 89 89
export SYNTH_HDL_FRONTEND = slang
==> impl_metrics.toml <==
# yosys + openroad results
[final_layout]
fin_cells = 371
final_util = 0.553
n_sequential_cell = 0
nClkBuffers = 0
area_delta_synth_final_pct = 105
fin_area_sq_um = 2580
layout-drive-gt1-share = 0.0505
seq_area_sq_um = 0

[place]
post-place-ws_ns = 2.58
dp.cells = 371
gp_congestion = 0.787
placed_area_sq_um = 2580
io_buffer_count = 130
dp_hpwl_microns = 5010

[final_timing]
fmax_ghz = 0.172
hold_violations = 0
setup_viol = 0
grt_setup_unrepaired = "no"
fin_crit_sh = 0.691
worst_hold_slack_ns = 4.28
finalCriticalPeriod_ns = 5.80
layout_setup_ws_ns = 2.60
slew_headroom = 0.476
slew_violations = 0
fin_tns_setup_ns = 0
tightest_slew_ns = 0.786

[yosys]
top_cell_area_share = 0.133
area_leaders = "xnor2_1 13%, a21oi_1 12%, nor2b_1 11%, o21ai_0 6.4%, mux2i_1 4.8%"
postSynthAreaPerCell_sq_um = 6.37
synth_dominant_cell_count = "a21oi_1"
top_area_cell = "xnor2_1"
syn_area_sq_um = 1250
synth_cell_types = 33
yosys_warnings = 0
yosys_cells = 197
synthCells = 197
ys_area_sq_um = 1250
synthTopCellsByCount = "30 x a21oi_1, 22 x nor2b_1, 19 x xnor2_1"
ys_seq_frac = 0

[critical_path]
max_stage_delay_ns = 0.54
end_kind = "primary output"
path_cells = "clkdlybuf4s50_1, and4_1, nand4bb_2, or3_1, and3_1, o22ai_2, clkdlybuf4s50_1"
start_kind = "input pin"
cp_common_cell = "clkdlybuf4s50_1"
worstPathRequired_ns = 6.72
critPathKind = "in -> out"
crit_family = "simple AND/OR/NAND/NOR gates"
crit_buf_inv = 2
path_max_fanout = 10
cpMaxStageDelayCell = "clkdlybuf4s50_1"
crit_arrival_ns = 4.12

[worst_hold_path]
hp-class = "in -> out"
min_to = "writeback_data_o[2]"
min_path_cells = 4
hp-start = "alu_res_i[2]"

[clock_network]
postCtsSetupBuffers = 0
cts_hold_buf = 0
cts_resized = 0

[outcome]
status = "complete, no violations"

[route]
firstDrtPassIters = 4
drtIter0Drc = 37
vias_per_cell = 4.73
drc = 0
drt_wl_total_microns = 5840
ant_nets = 0
n_antenna_cell = 0
vias = 1755
wl_per_cell_microns = 15.7

[grt]
grt_max_degree = 43
grt_remaining_overflow = 0
first_global_vias = 1948
grt_util_all_layers = 0.143
grt_pass1_wl_microns = 9310
grt_antenna_before_repair = 0

[floorplan]
core_sq_um = 4660
die-area_sq_um = 7920
die_w_microns = 89
die_h_microns = 89
fp_util = 0.269
rows = 25
boundaryPins = 130

[pwr]
ir_worst_vdd_mv = 0.0250
total_power_uw = 116
p_leak_nw = 0.936
p_per_area_nw_per_um2 = 45.1

[flow_run]
warning_count = 33
cap_violations = 0
layer usage:
| layer | routed length, microns | part of all wire | GRT usage | vias up |
|---|---|---|---|---|
| li1 | - | - | - | 945 |
| met1 | 2430 | 0.42 | 0.171 | 743 |
| met2 | 2730 | 0.47 | 0.253 | 67 |
| met3 | 676 | 0.12 | 0.0542 | 0 |
| met4 | 0 | 0 | 0 | 0 |
| met5 | 0 | 0 | 0 | - |
layout by cell type (no fill, tap or decap), drive strengths merged, types with 5 or more instances in the layout:
cell type and instances:
clkdlybuf4s50 129, a21oi 30, nor2b 22, o21ai 20, xnor2 19, nor2 14, nand2 11, nand3 10
nor3 8, inv 7, nand4 7, mux2i 6, and4 5, mux2 5, xor2 5
cells by family (layout without fill, tap and decap cells):
logic type	Yosys count	after routing	share of synthesized area
and+or+nand+nor	90	90	0.445
AOI/OAI and AO/OA	52	52	0.216
xor gates and xnor gates	24	24	0.167
buffers and inverters	19	139	0.0688
muxes	11	11	0.0927
adders and majority gates	1	1	0.00997
worst min-delay path: cells and delay by family:
family	cells	cell delay [ns]
and+or+nand+nor	1	0.08
AOI/OAI and AO/OA	1	0.05
buffers and inverters	2	0.79
layout make-up:
class	count	area (sq um)
fillers	462	2080
inverters	7	26.3
repair buffers	132	1310
well taps	54	67.6
multi-input cells	178	1170
worst max path at each step:
stage	from	to	slack, ns	cells past startpoint
4_1_cts	wbsel_i[1]	writeback_data_o[18]	2.58	5
5_1_grt	wbsel_i[1]	writeback_data_o[18]	2.40	5
6_report	pc_i[7]	writeback_data_o[19]	2.60	7
power breakdown:
| group | internal, mW | total (mW) | switching (mW) |
|---|---|---|---|
| Combinational | 0.0805 | 0.116 | 0.0357 |
| Sequential | 0 | 0 | 0 |
| Clock | 0 | 0 | 0 |
Power is estimated from default activity; no workload was simulated.
